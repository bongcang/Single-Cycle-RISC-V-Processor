[./design.v]
`timescale 1ns / 1ps
module mux_2_1(input sel, input [31:0] a, input [31:0] b, output [31:0] y);
    assign y = (sel)?b:a;
endmodule
[./run.sh]
#!/bin/bash
# OpenROAD 26Q1-2900-gdf79404cd8, Yosys 0.63+post, stock flow scripts
make -C /OpenROAD-flow-scripts/flow DESIGN_CONFIG=/design/flow/config.mk WORK_HOME=/design/flow/orfs finish
[./config.mk]
export PLATFORM = sky130hd
export DESIGN_NAME = mux_2_1
export DESIGN_NICKNAME = mux_2_1
export VERILOG_FILES = /design/flow/design.v
export SDC_FILE = /design/flow/constraint.sdc
export NUM_CORES = 4
export LEC_CHECK = 1
export CORE_AREA = 10 10 71 71
export DIE_AREA = 0 0 81 81
[./constraint.sdc]
current_design mux_2_1

set clk_period 1.0
set clk_io_pct 0.2

create_clock -name clk0 -period $clk_period

set non_clock_inputs [all_inputs -no_clocks]
set_input_delay [expr $clk_period * $clk_io_pct] -clock clk0 $non_clock_inputs
set_output_delay [expr $clk_period * $clk_io_pct] -clock clk0 [all_outputs]
==> GITHUB_STEP_SUMMARY <==
## Implementation flow summary

| Metric | Value |
|---|---|
| Status | `finished, violations left` |
| Failing checks | `setup timing` |
| Yosys warns | `0` |
| Post-CTS Setup Inserts | `0` |
| DRT Pass-1 Iters | `2` |
| Hold path depth | `3` |
| Leak | `0.8596 nW` |
| Iteration-0 DRC count of the detailed router | `7` |
| Synth Seq Share | `0%` |
| CP Max Fanout | `8` |
| Area leader, netlist | `mux2_4` |
| Fin. Hold Viols | `0` |
| Hold path start | `b[29]` |
| Final period utilization | `109.1%` |
| Antenna violations before repair | `0` |
| Met2 Resource Use GR | `14.41%` |
| Slew @ Worst Pin | `~0.11 ns` |
| Max cap viols | `0` |
| Tightest Hold Check Type | `in2out` |
| Top cells, area | `mux2_4, buf_12, mux2_2` |
| Final hold slack | `0.7699 ns` |
| DR vias | `706` |
| Fill cells | `369` |
| Vias in the first global route | `787` |
| DR DRC count | `0` |
| Tool warning count | `34` |
| Critical path class | `in2out` |
| Post-synth top area share | `between 80 and 90%` |
| Die width | `81 um` |
| Pre-CTS setup slack | `-0.5194 ns` |
| GRT overflow | `0` |
| Vias per inst | `3.837` |
| Req. time, crit path | `0.80 ns` |
| Antenna viol nets, final | `0` |
| Reg area | `0 um^2` |
| Initial Util | `14.98%` |
| Synth cell types | `4` |
| CLK BUF | `0` |
| Max Fclk | `between 900 and 1000 MHz` |
| I/O Buffers | `97` |
| GR peak layer | `met2` |
| Diodes inserted | `0` |
| DP HPWL | `between 2000 and 3000 um` |
| Min Tclk post-route | `around 1.1 ns` |
| Setup Viol. Count Final | `31` |
| Area growth, synth to finish | `192.6%` |
| Share of cells above drive strength 1 | `52.94%` |
| Die Size | `6561 um^2` |
| Num ports | `97` |
| Pin count of the biggest net entering global routing | `9` |
| Gr usage total | `just over 8%` |
| Met1 usage | `9.483%` |
| Top cells excl fill/tap | `dlygate4sd2_1, mux2_4, buf_6` |
| Ys cells | `36` |
| Worst Hold End | `y[29]` |
| Power Dens Cells | `slightly below 400 nW/um^2` |
| Rel. slew slack | `92.63%` |
| Critical path startpoint category | `input port` |
| Unrepaired setup endpoints after global routing | `yes` |
| Slew Viols, Final | `0` |
| Syn Inst Count | `36` |
| Die height | `81 um` |
| Worst Setup Slack, final | `-0.09077 ns` |
| Wirelength per Cell | `between 15 and 20 um` |
| Final wirelength | `between 2000 and 3000 um` |
| RePlAce Congestion | `0.8093` |
| # rows | `22` |
| Cell Area, Synth | `544.3 um^2` |
| IR drop worst, VDD | `0.1696 mV` |
| First-pass GRT wire length | `4181 um` |
| WP data arrival | `around 0.9 ns` |
| Flop count | `0` |
| Met3 Use GR | `around 3.2%` |
| Worst Setup SP | `sel` |
| Final core occ | `43.84%` |
| Type of element capturing the critical path | `output pin` |
| YS chip area | `544.3 um^2` |
| Top cell excl fill/tap | `dlygate4sd2_1` |
| Core Box Area | `around 3600 um^2` |
| Syn_area_per_cell | `15.12 um^2` |
worst max-delay path, cell delays in order:
cell and delay [ns]:
buf_16 0.14, buf_16 0.14, mux2_4 0.30, buf_6 0.11
routing by layer:
| metal | share of wire (%) | wire length, um |
|---|---|---|
| met1 | 38 | 1107 |
| met2 | 51 | 1493 |
| met4 | 0 | 0 |
| met5 | 0 | 0 |
| met3 | 12 | 347 |
where the power goes:
group,switching (mW),internal [mW]
logic,0.142,0.490
registers,0,0
clock network,0,0
stage by stage:
stage                     area (um^2)  TNS, ns  std cells  power, mW
final                            1593   -2.608        184     0.6320
after CTS                        1529   -2.744        184     0.6036
after global placement           1546   -15.91        180     0.6593
after detailed placement         1546   -15.94        180     0.6624
after floorplan                 544.3        0         36     0.2063
after global routing             1593   -3.156        184     0.6760
how the worst max path moves through the flow:
stage                 slack (ns)     to  cells after the start
after CTS                   -0.1  y[25]                      4
after global routing       -0.11  y[10]                      4
final                      -0.09  y[25]                      4
area by class of cell:
type | count | area [um^2] | share of cell area, %
Tap cell | 48 | 60.06 | 3.771
Timing Repair Buffer | 104 | 1052 | 66.06
Multi-Input combinational cell | 32 | 480.5 | 30.16
logic make-up after synthesis:
group / Yosys count / synth area share [%]
buffers and inverters: 4 / 13.10
multiplexers: 32 / 86.90
cells in the mapped netlist, drive strengths merged:
cell and n:
buf 4, mux2 32
timing repair:
action	4_1_cts	5_1_grt
resized	185	11
cloned	4	0
hold buffers	0	0
endpoints found under the setup margin	32	32
Power figures rest on the tool's default switching activity, not on a simulated workload.
