==> design.v <==
`timescale 1ns / 1ps
module alu_32(
    input [31:0] A_in, B_in,
    input [3:0] ALU_Sel,
    output [31:0] ALU_Out,
    output reg Carry_Out,
    output Zero,
    output reg Overflow = 1'b0
    );
    reg [31:0] ALU_Result;
    reg [32:0] temp;
    reg [32:0] twos_com;
    assign ALU_Out = ALU_Result;
    assign Zero = (ALU_Result == 0);
    always @(*)
        begin
        Overflow = 1'b0;
        Carry_Out = 1'b0;
        case(ALU_Sel)
            4'b0000:
                ALU_Result = A_in & B_in;
            4'b0001:
                ALU_Result = A_in | B_in;
            4'b0010:
                begin
                    ALU_Result = $signed(A_in) + $signed(B_in);
                    temp = {1'b0, A_in} + {1'b0, B_in};
                    Carry_Out = temp[32];
                    if ((A_in[31] & B_in[31] & ~ALU_Out[31]) | (~A_in[31] & ~B_in[31] & ALU_Out[31]))
                        Overflow = 1'b1;
                    else
                        Overflow =1'b0;
                end
            4'b0110:
                begin
                    ALU_Result = $signed(A_in) - $signed(B_in);
                    twos_com = ~(B_in) + 1'b1;
                    if ((A_in[31] & twos_com[31] & ~ALU_Out[31]) | (~A_in[31] & ~twos_com[31] & ALU_Out[31]))
                        Overflow = 1'b1;
                    else
                        Overflow = 1'b0;
                end
            4'b0111:
                ALU_Result = ($signed(A_in) < $signed(B_in))?32'd1:32'd0;
            4'b1100:
                ALU_Result = ~(A_in | B_in);
            4'b1111:
                ALU_Result = (A_in == B_in)?32'd1:32'd0;
            default: ALU_Result = A_in + B_in;
        endcase
    end
endmodule
`timescale 1ns / 1ps
module DataMem(MemRead, MemWrite, addr, write_data, read_data);
input wire [8:0] addr;
input wire [31:0] write_data;
input wire MemWrite, MemRead;
output reg [31:0] read_data;
reg [31:0] mem [0:127];
integer i;
initial begin
    read_data <= 0;
    for (i = 0; i < 128; i = i + 1) begin
        mem[i] = i;
    end
end
always @(addr) begin
    if (MemWrite == 1'b1) begin
        mem[addr[8:2]] <= write_data;
    end
    if (MemRead == 1'b1) begin
        read_data <= mem[addr[8:2]];
    end
end
endmodule
`timescale 1ns / 1ps
module data_path #(
    parameter PC_W = 8,        
    parameter INS_W = 32,      
    parameter RF_ADDRESS = 5,  
    parameter DATA_W = 32,     
    parameter DM_ADDRESS = 9,  
    parameter ALU_CC_W = 4     
 )(
    input                  clk ,     
    input                  reset,    
    input                  reg_write,    
    input                  mem2reg,      
    input                  alu_src,      
    input                  mem_write,    
    input                  mem_read,     
    input  [ALU_CC_W-1:0]  alu_cc,       
    output          [6:0]  opcode,       
    output          [6:0]  funct7,       
    output          [2:0]  funct3,       
    output   [DATA_W-1:0]  alu_result    
 );
    wire [PC_W -1:0] pc , pc_next;
    wire [INS_W -1:0] instruction;
    wire [DATA_W -1:0] l_alu_result;
    wire [DATA_W -1:0] reg1 , reg2;
    wire [DATA_W -1:0] l_read_data;
    wire [DATA_W -1:0] l_reg_wr_data;
    wire [DATA_W -1:0] srcb;
    wire [DATA_W -1:0] extimm;
    assign pc_next = pc + 4;
    FlipFlop pcreg(clk, reset, pc_next, pc);
    InstMem instmem(pc, instruction);
    assign opcode = instruction[6:0];
    assign funct3 = instruction[14:12];
    assign funct7 = instruction[31:25];
    RegFile rf (
        .clk (clk),
        .reset (reset),
        .rg_wrt_en (reg_write),
        .rg_wrt_addr (instruction[11:7]),
        .rg_rd_addr1 (instruction[19:15]) ,
        .rg_rd_addr2 (instruction[24:20]) ,
        .rg_wrt_data (l_reg_wr_data),
        .rg_rd_data1 (reg1),
        .rg_rd_data2 (reg2));
    assign l_reg_wr_data = mem2reg ? l_read_data : l_alu_result;
    ImmGen ext_imm(instruction, extimm);
    assign srcb = alu_src ? extimm : reg2;
    alu_32 alu_module(.A_in(reg1), .B_in(srcb), .ALU_Sel(alu_cc), .ALU_Out(l_alu_result), .Carry_Out(), .Zero(), .Overflow());
    assign alu_result = l_alu_result;
    DataMem data_mem(.addr(l_alu_result[DM_ADDRESS-1:0]), .read_data(l_read_data), .write_data(reg2), .MemWrite(mem_write), .MemRead(mem_read));
endmodule
`timescale 1ns / 1ps
module FlipFlop(clk, reset, d, q);
    input [7:0] d;
    input clk, reset;
    output reg [7:0] q;
    always @(posedge clk)
    begin
        if(reset)
            q <= 0;
        else
            q <= d;
    end
endmodule
`timescale 1ns / 1ps
module ImmGen(
    InstCode,
    ImmOut
    );
    input [31:0] InstCode;
    output reg [31:0] ImmOut;
    always @(InstCode)
    begin
        case (InstCode[6:0])
            7'b0000011:
                ImmOut = {InstCode[31]? {20{1'b1}}:20'b0, InstCode[31:20]};
            7'b0010011:
                ImmOut = {InstCode[31]? {20{1'b1}}:20'b0, InstCode[31:20]};
            7'b0100011:
                ImmOut = {InstCode[31]? {20{1'b1}}:20'b0, InstCode[31:25], InstCode[11:7]};
            7'b0010111:
                ImmOut = {InstCode[31:12], 12'b0};
            default
                ImmOut = {32'b0};
        endcase
    end
endmodule
`timescale 1ns / 1ps
module InstMem(
    input [7:0] addr,
    output wire [31:0] instruction
);
    reg [31:0] memory[63:0];
    initial
    begin
        memory[0] = 32'h00007033;
        memory[1] = 32'h00100093;
        memory[2] = 32'h00200113;
        memory[3] = 32'h00308193;
        memory[4] = 32'h00408213;
        memory[5] = 32'h00510293;
        memory[6] = 32'h00610313;
        memory[7] = 32'h00718393;
        memory[8] = 32'h00208433;
        memory[9] = 32'h404404b3;
        memory[10] = 32'h00317533;
        memory[11] = 32'h0041e5b3;
        memory[12] = 32'h0041a633;
        memory[13] = 32'h007346b3;
        memory[14] = 32'h4d34f713;
        memory[15] = 32'h8d35e793;
        memory[16] = 32'h4d26a813;
        memory[17] = 32'h4d244893;
        memory[18] = 32'h02b02823;
        memory[19] = 32'h03002603;
    end
    assign instruction = memory[addr];
endmodule
`timescale 1ns / 1ps
module RegFile(
    input clk, reset, rg_wrt_en,
    input [4:0] rg_wrt_addr, 
    input [4:0] rg_rd_addr1,
    input [4:0] rg_rd_addr2, 
    input [31:0] rg_wrt_data,
    output wire [31:0] rg_rd_data1,
    output wire [31:0] rg_rd_data2
    );
    reg [31:0] rg_file [0:31];
    assign rg_rd_data1 = rg_file[rg_rd_addr1];
    assign rg_rd_data2 = rg_file[rg_rd_addr2];
    integer i;
    always @(posedge clk) begin
        if (reset) begin
            for (i = 0; i < 32; i = i + 1) begin
                rg_file[i] <= 0;
            end
        end else begin
            if (rg_wrt_en) rg_file[rg_wrt_addr] <= rg_wrt_data;
        end
    end
endmodule
==> run.sh <==
#!/bin/bash
# OpenROAD 26Q1-2900-gdf79404cd8, Yosys 0.63+post, stock flow scripts
make -C /OpenROAD-flow-scripts/flow DESIGN_CONFIG=/design/flow/config.mk WORK_HOME=/design/flow/orfs finish
==> config.mk <==
export PLATFORM = sky130hd
export DESIGN_NAME = data_path
export DESIGN_NICKNAME = data_path
export VERILOG_FILES = /design/flow/design.v
export SDC_FILE = /design/flow/constraint.sdc
export NUM_CORES = 4
export LEC_CHECK = 1
export CORE_UTILIZATION = 30
==> constraint.sdc <==
current_design data_path

set clk_period 13.3
set clk_io_pct 0.2

create_clock -name clk0 -period $clk_period [get_ports {clk}]

set non_clock_inputs [all_inputs -no_clocks]
set_input_delay [expr $clk_period * $clk_io_pct] -clock clk0 $non_clock_inputs
set_output_delay [expr $clk_period * $clk_io_pct] -clock clk0 [all_outputs]
==> results.yml <==
# generated from flow reports
hold_path:
  hp-class: "reg -> reg"
  min_from: "pcreg.q[2]"
clocking:
  root_buffer: "clkbuf_16"
  clockBufferDepth: 2
  ctsHtreeMaxLevel: 4
  path_clk_slew_ns: 0.07
  cts_buffers: 17
  hold_buffers: 0
  cts_tree: "built"
  cts_resized: 0
  clock_latency_ns: 0.46
  post_cts_buffers: 0
die:
  initial_core_util_pct: 30.2
  die_w_um: 588
  die_h_um: 588
  dieArea_sq_um: 346000
  pin_count: 60
  core_sq_um: 341000
  num_rows: 214
cells_and_area:
  final_util_pct: 33.8
  final_cell_count_no_fill: 15100
  drive_gt1_share_pct: 11.5
  comb_area_sq_um: 34200
  area_delta_synth_final_pct: 11.9
  regArea_sq_um: 67000
  nFillCells: 34300
logic_synthesis:
  yosysWarnings: 7
  top_area_cell: "dlxtn_1"
  synthArstFlopShare_pct: 0
  synthCells: 9870
  synth_cell_types: 96
  edf_count: 160
  synthTopCellsByArea: "dlxtn_1 (60%), a22oi_1 (6.7%), edfxtp_1 (4.7%)"
  ys_cells: 9870
  ff_type: "dlxtn_1"
  netlist_area_sq_um: 103000
  ys.flops: 4300
  yosys_area_sq_um: 103000
  synth.top_cell.area_share_pct: 59.6
  syn_area_per_cell_sq_um: 10.4
final_timing:
  unconstrained_endpoints: 4128
  finalHoldViolCount: 0
  slew_viol_final: 0
  tightest_slew_ns: 1.28
  unclocked_regs: 4128
  finalSetupViolCount: 0
  skew_ns: 0.0149
  fin_crit_sh_pct: 82.6
  max_freq_mhz: 91.0
  slew_headroom_pct: 14.0
  min_period_ns: 10.99
  rsz0062_at_grt: "false"
  setup-tns-final_ns: 0
  fin_hold_ws_ns: 0.441
power:
  combinationalPowerShare_pct: 52.2
  power_frac_clock_pct: 5.0
  p_leak_nw: 49.0
  peakVddDrop_v: 0.000103
  total_power_w: 0.0104
  seq_power_share_pct: 42.9
  power.switching_w: 0.00534
  power.share.switching_pct: 51.2
  p_int_w: 0.00508
  pwr_density_cell_nw_per_um2: 90.3
place:
  port_buffers: 49
  gp_congestion: 1.15
  dp_cells: 14500
  hpwl_um: 479000
global_routing:
  first_global_vias: 90800
  grt_max_degree: 107
  grt.total_usage_pct: 44.3
  grt_pass1_wl_um: 959000
  antenna_found_initial: 248
  grt_overflow: 0
drt:
  drt_iter0_markers: 14800
  ant_nets: 1
  drt-pass1-iter-count: 9
  wl_per_cell_um: 50.1
  totalWireLength_um: 756000
  drc_errors: 0
  routed_via_density: 7.01
  route.vias.total: 106000
setup_path:
  r2r_start: "ext_imm.InstCode[27]"
  critPathLaunchType: "input pin"
  path_class: "in -> out"
  cp_data_arrival_time_ns: 8.33
  cp-startpoint: "alu_src"
  critPathRequiredTime_ns: 10.64
  crit_fanout: 12
  crit_path_end_kind: "output port"
outcome:
  violations: "antenna rules"
  status: "finished with violations"
job:
  log.warning_count: 96
  maxCapViolCount: 0
## registers in the layout, summed over array words and instances (netlist names)
name and flops:
data_mem.mem 4096, rf.rg_file 160, pcreg.q 3, ext_imm.InstCode 9, data_mem.read_data 32
## layout make-up
class,count,share of cell area [%]
flip-flops and latches,4300,58.1
multi-input cells,4767,29.6
repair buffers,753,5.01
well taps,4536,4.92
diodes,565,1.23
inverters,161,0.600
clock buffers,17,0.369
clock inverters,15,0.151
## power groups by stage
stage | clock network, W | registers [W] | logic [W]
final | 0.000518 | 0.00446 | 0.00544
after CTS | 0.000527 | 0.00444 | 0.00486
after global routing | 0.000546 | 0.00468 | 0.00521
## cell usage in the layout (no fill, tap or decap), drive strengths merged, types with 31 or more instances in the layout
| cell type | instances |
|---|---|
| a22o | 377 |
| inv | 167 |
| a32oi | 62 |
| buf | 706 |
| a22oi | 917 |
| nor4 | 102 |
| a221o | 35 |
| nand3 | 221 |
| nand2b | 45 |
| a221oi | 307 |
| ha | 96 |
| o21ai | 68 |
| nor2b | 42 |
| clkdlybuf4s50 | 47 |
| nor2 | 332 |
| and3 | 65 |
| diode | 565 |
| nor3 | 216 |
| a311o | 31 |
| mux2i | 35 |
| a2111oi | 43 |
| a31oi | 31 |
| dlxtn | 4096 |
| and4 | 79 |
| dlxtp | 32 |
| o2111ai | 42 |
| edfxtp | 160 |
| a211oi | 74 |
| nand4 | 410 |
| a21oi | 231 |
| nand2 | 435 |
| a222oi | 55 |
## cell usage after synthesis, types with 30 or more instances
library cell / instances
dlxtp_1: 32
a22oi_1: 917
nor3_1: 187
a222oi_1: 55
inv_1: 154
a21oi_1: 230
a221oi_1: 304
a22o_1: 377
buf_1: 76
and4_1: 78
dlxtn_1: 4096
o2111ai_1: 42
nor2_1: 332
ha_1: 96
a31oi_1: 31
edfxtp_1: 160
a32oi_1: 62
a311o_1: 31
or4_1: 30
nand2_1: 435
a211oi_1: 74
a2111oi_0: 34
nor4_1: 95
and3_1: 65
a221o_1: 35
nand4_1: 410
mux2i_1: 35
buf_2: 157
nand3_1: 221
nor2b_1: 42
clkbuf_1: 392
o21ai_0: 64
nand2b_1: 45
## routing by layer
| layer | up-vias | global-route usage [%] | share of wire, % |
|---|---|---|---|
| met5 | - | 21.3 | 0.93 |
| met4 | 180 | 37.2 | 11 |
| met3 | 4734 | 37.6 | 19 |
| met2 | 12700 | 53.4 | 37 |
| met1 | 50800 | 45.9 | 32 |
| li1 | 37600 | - | - |
## worst paths after layout
check                        to  slack (ns)  cells after the start
max               alu_result[0]        2.31                     18
min                  pcreg.q[2]        0.44                      1
max reg2reg  rf.rg_file[12][31]        6.68                     19
min reg2reg          pcreg.q[2]        0.44                      1
## critical path, cell delays in order
cell             delay [ns]
clkdlybuf4s50_1        0.78
nor3b_1                0.14
a22oi_1                0.40
inv_1                  0.09
ha_1                   0.36
nor4b_1                0.32
a32oi_1                0.13
a22oi_1                0.47
o211ai_1               0.28
o2111ai_1              0.52
a21oi_1                0.22
o21ai_0                0.48
and2_1                 0.28
o21ai_0                0.16
a41oi_1                0.31
o22ai_1                0.14
inv_1                  0.09
clkdlybuf4s50_1        0.48
## metrics by stage
step	setup WS, ns	instance area (sq um)
after floorplan	4.16	103000
after global placement	2.40	113000
after detailed placement	2.43	113000
after CTS	2.38	114000
after global routing	1.91	115000
final	2.31	115000
## cells by family (layout without fill, tap and decap cells)
group,after synthesis,after routing,synth area share [%]
xor gates and xnor gates,15,15,0.127
muxes,48,48,0.496
other,2,575,0.00728
and+or+nand+nor,2072,2072,10.7
adders and majority gates,98,98,1.20
latches,4128,4128,60.1
DFF,172,172,4.89
AOI/OAI and AO/OA,2524,2524,19.2
buffers and inverters,811,946,3.24
Power is estimated from default activity; no workload was simulated.
